==> design/flow/design.v <==
`timescale 1ns / 1ps
module kpgCmp(xi,xi1,out);
    input [1:0] xi;
    input [1:0] xi1;
    output reg [1:0] out;
    always @ (xi or xi1) 
    begin
	 out[1] <= xi[1] & xi1[1];
	out[0] <= (xi[0] & ~xi[1] & ~xi1[1]) | (xi[1] & ~xi[0] & xi1[0] & ~xi1[1]) | (xi[0] & ~xi[1] & xi1[1] & ~xi1[0]) ;
	end
endmodule	
`timescale 1ns / 1ps
module kpgGen(a, b, out);
    input a;
    input b;
	 wire w1, w2;
	 output [1:0] out;
	 xor(w1,a,b);
	 and(w2,a,b);
	assign out[1] = w1;
	assign out[0] = ~w1 & w2;
	 endmodule
`timescale 1ns / 1ps
module sum16bit(a,b,kIn,sum); 
	input [15:0] a;
	input [15:0] b;
	input [1:0] kIn;
	wire [16:0] sumwire;
	output  [16:0]sum;
	wire [1:0] kpgIn [16:0];
	wire [1:0] wl1 [16:0];  
	wire [1:0] wl2 [16:0];  
	wire [1:0] wl3 [16:0];  
	wire [1:0] wl4 [16:0];  
	wire [1:0] kpgOut[22:0];
	wire [16:0] temp;
	assign kpgIn [0] = kIn;	
	generate
		genvar i;
		for(i =0;i<16; i = i + 1)
		begin
			kpgGen gen(a[i],b[i],kpgIn[i+1]);
		end
		for(i=0;i<16;i = i +1)
		begin
			kpgCmp cmp(kpgIn[i+1],kpgIn[i],wl1[i+1]);
		end
		for(i=0;i<15;i = i +1)
		begin
			kpgCmp cmp(wl1[i+2],wl1[i],wl2[i+2]);
		end
		for(i=0;i<13;i = i +1)
		begin
			kpgCmp cmp(wl2[i+4],wl2[i],wl3[i+4]);
		end
		for(i=0;i<9;i = i +1)
		begin
			kpgCmp cmp(wl3[i+8],wl3[i],wl4[i+8]);
		end
	endgenerate
    assign wl1[0] = kpgIn[0];
    assign wl2[0] = wl1[0];
	assign wl2[1] = wl1[1];
    assign wl3[0] = wl2[0];
	assign wl3[1] = wl2[1];
	assign wl3[2] = wl2[2];
	assign wl3[3] = wl2[3];
	generate
		for(i=0 ;i<8;i= i+1)
		begin
		assign wl4[i] = wl3[i];
		end
		endgenerate
	kpgCmp l12(wl1[2],wl1[0],wl2[2]);
	kpgCmp l231(wl2[4],wl2[0],wl3[4]);
	kpgCmp l232(wl2[5],wl2[1],wl3[5]);
	kpgCmp l341(wl3[8],wl3[0],wl4[8]);
	kpgCmp l342(wl3[9],wl3[1],wl4[9]);
	kpgCmp l343(wl3[10],wl3[2],wl4[10]);
	kpgCmp l344(wl3[11],wl3[3],wl4[11]);
    assign kpgOut[16]= wl4[16];
	assign kpgOut[15]= wl4[15];
	assign kpgOut[14]= wl4[14];
	assign kpgOut[13]= wl4[13];
	assign kpgOut[12]= wl4[12];
	assign kpgOut[11]= wl4[11];
	assign kpgOut[10]= wl4[10];
	assign kpgOut[9]= wl4[9];
	assign kpgOut[8]= wl4[8];
	assign kpgOut[7]= wl4[7];
	assign kpgOut[6]= wl4[6];
	assign kpgOut[5]= wl4[5];
	assign kpgOut[4]= wl4[4];
	assign kpgOut[3]= wl4[3];
	assign kpgOut[2]= wl4[2];
	assign kpgOut[1]= wl4[1];
	assign kpgOut[0]= wl4[0];
	generate 
    genvar j;
	for(j=0;j<16;j=j+1)
		begin
			assign temp[j] = kpgOut[j][0]|kpgOut[j][1];
			assign sum[j]  = a[j]^b[j]^temp[j];
		end
	 assign sum[16] = kpgOut[16][0] | kpgOut[16][1];
    endgenerate
	endmodule
==> design/flow/run.sh <==
#!/bin/bash
# OpenROAD 26Q1-2900-gdf79404cd8, Yosys 0.63+post, stock flow scripts
make -C /OpenROAD-flow-scripts/flow DESIGN_CONFIG=/design/flow/config.mk WORK_HOME=/design/flow/orfs finish
==> design/flow/config.mk <==
export PLATFORM = sky130hd
export DESIGN_NAME = sum16bit
export DESIGN_NICKNAME = sum16bit
export VERILOG_FILES = /design/flow/design.v
export SDC_FILE = /design/flow/constraint.sdc
export NUM_CORES = 4
export LEC_CHECK = 1
export CORE_AREA = 10 10 95 95
export DIE_AREA = 0 0 105 105
==> design/flow/constraint.sdc <==
current_design sum16bit

set clk_period 4.8
set clk_io_pct 0.2

create_clock -name clk0 -period $clk_period

set non_clock_inputs [all_inputs -no_clocks]
set_input_delay [expr $clk_period * $clk_io_pct] -clock clk0 $non_clock_inputs
set_output_delay [expr $clk_period * $clk_io_pct] -clock clk0 [all_outputs]
==> results_slide.txt <==
Key Metrics from the Run

Worst setup path
  – Critical Path RT: 3.84 ns
  – Crit path cell chain: clkdlybuf4s50_1 > ha_1 > nand2_1 > and2_4 > a311oi_1 > o2111ai_1 > o21ai_2 > xor2_1 > clkdlybuf4s50_1
  – Worst Path Buf+Inv: 2
  – Top cell by count, worst path: clkdlybuf4s50_1
  – Crit-path slowest cell: ha_1
  – Kind of critical path: input pin to primary output
  – CP delay by family, top: buffers and inverters
  – Critical path's largest stage delay: 0.50 ns
  – CP arrival: 3.61 ns
  – Setup crit end kind: primary output
  – Worst-path fanout max: 10
  – Crit start category: input pin

Floorplan
  – Die area: 0.01103 mm^2
  – Top-Level Pins: 51
  – Core Util at FP: 19.67%
  – Core Region: 0.006907 mm^2
  – Rows: 30
  – Die width: 105 um
  – Vert. Die Dim: 105 um

Synth
  – Area of the mapped netlist: 0.001359 mm^2
  – Yosys cell count: 205
  – Post-synthesis chip area from yosys: 0.001359 mm^2
  – Area leader, netlist: ha_1
  – Area share of the largest cell type after synthesis: 14.73%
  – Ranking of synthesized cells by area: ha_1 (15%), a21oi_1 (7.0%), xor2_1 (6.4%)
  – Synth unique cells: 51
  – Synthesized area per cell: 6.628 um^2
  – Ys Warns: 16
  – Synth Seq Share: 0%
  – Synth Instances: 205

Clocking
  – CTS-repair resized insts: 0
  – Setup Buffers After CTS: 0
  – Cts hold-fix bufs: 0

Global routing
  – Met3 usage: 0.7453%
  – Initial antenna violation count: 0
  – Met1 GRT Util: 12.12%
  – Busiest grt layer: met2
  – Overflow after GRT: 0
  – Largest net degree at the start of global routing: 13
  – GRT Total Usage: 7.893%
  – First-pass GRT wire length: 7500 um
  – Number of global-route vias before repair: 1,481
  – Global Route met2 Usage: 12.23%

Pwr
  – Ratio of total power to cell area: 150.6 mW/mm^2
  – Pleak: 0.7030 nW
  – Power Total: 0.2899 mW
  – Max IR drop VDD: 0.05155 mV

Detailed routing
  – Post-DRT Antenna Nets: 0
  – Initial DRC count: 102
  – First-pass DRT Iterations: 4
  – Post-Route WL: 4656 um
  – Routed vias: 1,668
  – Via density: 4.906
  – N_diodes: 0
  – WL per Instance: 13.69 um
  – # DRC: 0

Finish
  – Final design utilization: 27.86%
  – Reg area: 0 um^2
  – Flop count: 0
  – Final Cell Area: 0.001924 mm^2
  – Area delta synth->final: 41.62%
  – Ratio of cells with drive above 1 in the final layout: 3.689%
  – CLK BUF: 0

Timing
  – Setup TNS Final: 0 ns
  – Post-layout min period: 4.565 ns
  – Slew @ Worst Pin: 0.4035 ns
  – Final Setup Violations: 0
  – Tcrit/Tclk final: 95.11%
  – Max-slew headroom: 72.76%
  – RSZ-0062 raised after global routing: no
  – Max Freq: 219.1 MHz
  – Hold Vio Cnt, Final: 0
  – Max-slew violations: 0

Job
  – Tool warnings: 32
  – Max-cap violations: 0

Placement
  – Placer Congestion: 0.9093
  – I/O Buffers: 51
  – DP Area: 0.001924 mm^2
  – DP HPWL: 3920 um

Outcome
  – Status: complete, no violations

Min path
  – Worst hold path class: input pin to primary output
==> path summary, 6_finish.rpt <==
check / cells after the start / startpoint / to / slack (ns)
worst max-delay path: 9 / a[7] / sum[15] / 0.23
worst min-delay path: 4 / b[15] / sum[15] / 3.10
==> per-stage QoR <==
step                setup WS, ns  std cells  hold slack [ns]
finish                    0.2349        340            3.101
detailed placement        0.2303        340            3.121
floorplan                  1.369        205            2.048
global placement          0.2346        340            3.103
CTS                       0.2344        340            3.127
global route             0.05081        340            3.189
==> report_power, final <==
part | switching, mW | internal [mW] | total, mW
sequential | 0 | 0 | 0
clock | 0 | 0 | 0
combinational | 0.130 | 0.160 | 0.290
==> synthesized netlist by cell type, types with 2 or more instances <==
| master | number |
|---|---|
| o21ai_0 | 10 |
| nand3b_1 | 2 |
| a211oi_1 | 4 |
| buf_2 | 9 |
| mux2_2 | 2 |
| nand2b_1 | 8 |
| a31oi_1 | 6 |
| xor2_1 | 10 |
| o221ai_1 | 2 |
| o31ai_1 | 2 |
| nand4_1 | 5 |
| xnor2_1 | 5 |
| o21bai_1 | 2 |
| o22ai_1 | 8 |
| nand3_1 | 5 |
| a22oi_1 | 2 |
| nand2_1 | 17 |
| inv_1 | 7 |
| o2111ai_1 | 3 |
| buf_4 | 2 |
| o211ai_1 | 3 |
| o21a_1 | 4 |
| ha_1 | 16 |
| a21oi_1 | 19 |
| and2_1 | 3 |
| and3_1 | 3 |
| nor3_1 | 6 |
| nor2_1 | 17 |
==> worst min-delay path: cells and delay by family <==
kind                       cells  cell delay (ns)
buffers and inverters          2             0.87
adders and majority gates      1             0.22
xor gates and xnor gates       1             0.10
==> cells in the final DEF (no fill, tap or decap), drive strengths merged, types with 3 or more instances in the layout <==
master         instances
o2111ai                3
xor2                  10
o21a                   4
o21ai                 12
clkdlybuf4s50         51
a31oi                  6
and3                   3
nand2                 17
o22ai                  8
xnor2                  5
nor2                  17
nand3                  5
nor3                   6
nand4                  5
o211ai                 3
inv                    7
ha                    16
a211oi                 4
nand2b                 8
a21oi                 19
and2                   4
==> cells by family after synthesis <==
group           Yosys count  synth area share, %
compound gates           78                38.31
xor+xnor                 15                9.668
fa+ha+maj                16                14.73
buf+inv                  21                7.826
mux                       2                1.657
simple gates             73                27.81
==> layout make-up <==
class | instances | area (um^2)
fillers | 762 | 4982
inverters | 7 | 26.28
multi-input cells | 184 | 1252
well taps | 96 | 120.1
repair buffers | 53 | 525.5
==> layer usage <==
layer	up-vias	wire length [um]
met3	0	247
met1	741	2341
met5	-	0
li1	862	-
met2	65	2067
met4	0	0
Power is estimated from default activity; no workload was simulated.
